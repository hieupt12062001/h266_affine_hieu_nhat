`flow/run.sh`:
```
#!/bin/bash
# OpenROAD 26Q1-2900-gdf79404cd8, Yosys 0.63+post, stock flow scripts
make -C /OpenROAD-flow-scripts/flow DESIGN_CONFIG=/design/flow/config.mk WORK_HOME=/design/flow/orfs finish
```
`flow/config.mk`:
```
export PLATFORM = sky130hd
export DESIGN_NAME = calc_addr
export DESIGN_NICKNAME = calc_addr
export VERILOG_FILES = /design/flow/design.v
export SDC_FILE = /design/flow/constraint.sdc
export NUM_CORES = 4
export LEC_CHECK = 1
export CORE_UTILIZATION = 40
```
`flow/constraint.sdc`:
```
current_design calc_addr

set clk_period 18.5
set clk_io_pct 0.2

create_clock -name clk0 -period $clk_period [get_ports {clk}]

set non_clock_inputs [all_inputs -no_clocks]
set_input_delay [expr $clk_period * $clk_io_pct] -clock clk0 $non_clock_inputs
set_output_delay [expr $clk_period * $clk_io_pct] -clock clk0 [all_outputs]
```
`flow/design.v`:
```
module calc_addr (
  input clk,
  input en,
  input rst_n,
  input export_data_cal,
  input [11:0] Ipu_x,
  input [11:0] Ipu_y,
  input signed [7:0] blk4x4_dif_coor_x,
  input signed [7:0] blk4x4_dif_coor_y,
  input signed [12:0] vect_4para_Int_x,
  input signed [12:0] vect_4para_Int_y,
  output logic [12:0] addr_4,
  output logic [3:0] pos_4,
  output logic [12:0] cur_addr0,
  output logic [12:0] cur_addr1,
  output logic [12:0] cur_addr2,
  output logic [12:0] cur_addr3,
  input enab_prof_in,
  output logic enab_prof_out,
  input signed [10:0] dMv_Scale_Prec_4_x0_in,
  input signed [10:0] dMv_Scale_Prec_4_y0_in,
  input signed [10:0] dMv_Scale_Prec_4_x1_in,
  input signed [10:0] dMv_Scale_Prec_4_y1_in,
  input signed [10:0] dMv_Scale_Prec_4_x2_in,
  input signed [10:0] dMv_Scale_Prec_4_y2_in,
  input signed [10:0] dMv_Scale_Prec_4_x3_in,
  input signed [10:0] dMv_Scale_Prec_4_y3_in,
  input signed [10:0] dMv_Scale_Prec_4_x4_in,
  input signed [10:0] dMv_Scale_Prec_4_y4_in,
  input signed [10:0] dMv_Scale_Prec_4_x5_in,
  input signed [10:0] dMv_Scale_Prec_4_y5_in,
  input signed [10:0] dMv_Scale_Prec_4_x6_in,
  input signed [10:0] dMv_Scale_Prec_4_y6_in,
  input signed [10:0] dMv_Scale_Prec_4_x7_in,
  input signed [10:0] dMv_Scale_Prec_4_y7_in,
  input signed [10:0] dMv_Scale_Prec_4_x8_in,
  input signed [10:0] dMv_Scale_Prec_4_y8_in,
  input signed [10:0] dMv_Scale_Prec_4_x9_in,
  input signed [10:0] dMv_Scale_Prec_4_y9_in,
  input signed [10:0] dMv_Scale_Prec_4_x10_in,
  input signed [10:0] dMv_Scale_Prec_4_y10_in,
  input signed [10:0] dMv_Scale_Prec_4_x11_in,
  input signed [10:0] dMv_Scale_Prec_4_y11_in,
  input signed [10:0] dMv_Scale_Prec_4_x12_in,
  input signed [10:0] dMv_Scale_Prec_4_y12_in,
  input signed [10:0] dMv_Scale_Prec_4_x13_in,
  input signed [10:0] dMv_Scale_Prec_4_y13_in,
  input signed [10:0] dMv_Scale_Prec_4_x14_in,
  input signed [10:0] dMv_Scale_Prec_4_y14_in,
  input signed [10:0] dMv_Scale_Prec_4_x15_in,
  input signed [10:0] dMv_Scale_Prec_4_y15_in,
  output logic signed [10:0] dMv_Scale_Prec_4_x0_out,
  output logic signed [10:0] dMv_Scale_Prec_4_y0_out,
  output logic signed [10:0] dMv_Scale_Prec_4_x1_out,
  output logic signed [10:0] dMv_Scale_Prec_4_y1_out,
  output logic signed [10:0] dMv_Scale_Prec_4_x2_out,
  output logic signed [10:0] dMv_Scale_Prec_4_y2_out,
  output logic signed [10:0] dMv_Scale_Prec_4_x3_out,
  output logic signed [10:0] dMv_Scale_Prec_4_y3_out,
  output logic signed [10:0] dMv_Scale_Prec_4_x4_out,
  output logic signed [10:0] dMv_Scale_Prec_4_y4_out,
  output logic signed [10:0] dMv_Scale_Prec_4_x5_out,
  output logic signed [10:0] dMv_Scale_Prec_4_y5_out,
  output logic signed [10:0] dMv_Scale_Prec_4_x6_out,
  output logic signed [10:0] dMv_Scale_Prec_4_y6_out,
  output logic signed [10:0] dMv_Scale_Prec_4_x7_out,
  output logic signed [10:0] dMv_Scale_Prec_4_y7_out,
  output logic signed [10:0] dMv_Scale_Prec_4_x8_out,
  output logic signed [10:0] dMv_Scale_Prec_4_y8_out,
  output logic signed [10:0] dMv_Scale_Prec_4_x9_out,
  output logic signed [10:0] dMv_Scale_Prec_4_y9_out,
  output logic signed [10:0] dMv_Scale_Prec_4_x10_out,
  output logic signed [10:0] dMv_Scale_Prec_4_y10_out,
  output logic signed [10:0] dMv_Scale_Prec_4_x11_out,
  output logic signed [10:0] dMv_Scale_Prec_4_y11_out,
  output logic signed [10:0] dMv_Scale_Prec_4_x12_out,
  output logic signed [10:0] dMv_Scale_Prec_4_y12_out,
  output logic signed [10:0] dMv_Scale_Prec_4_x13_out,
  output logic signed [10:0] dMv_Scale_Prec_4_y13_out,
  output logic signed [10:0] dMv_Scale_Prec_4_x14_out,
  output logic signed [10:0] dMv_Scale_Prec_4_y14_out,
  output logic signed [10:0] dMv_Scale_Prec_4_x15_out,
  output logic signed [10:0] dMv_Scale_Prec_4_y15_out,
  input [4:0] vect_4para_Frac_x_in,
  input [4:0] vect_4para_Frac_y_in,
  output logic [4:0] vect_4para_Frac_x_out,
  output logic [4:0] vect_4para_Frac_y_out
);
always_ff @(posedge clk) begin
if (export_data_cal) begin
  dMv_Scale_Prec_4_x0_out<= dMv_Scale_Prec_4_x0_in;
  dMv_Scale_Prec_4_y0_out<= dMv_Scale_Prec_4_y0_in;
  dMv_Scale_Prec_4_x1_out<= dMv_Scale_Prec_4_x1_in;
  dMv_Scale_Prec_4_y1_out<= dMv_Scale_Prec_4_y1_in;
  dMv_Scale_Prec_4_x2_out<= dMv_Scale_Prec_4_x2_in;
  dMv_Scale_Prec_4_y2_out<= dMv_Scale_Prec_4_y2_in;
  dMv_Scale_Prec_4_x3_out<= dMv_Scale_Prec_4_x3_in;
  dMv_Scale_Prec_4_y3_out<= dMv_Scale_Prec_4_y3_in;
  dMv_Scale_Prec_4_x4_out<= dMv_Scale_Prec_4_x4_in;
  dMv_Scale_Prec_4_y4_out<= dMv_Scale_Prec_4_y4_in;
  dMv_Scale_Prec_4_x5_out<= dMv_Scale_Prec_4_x5_in;
  dMv_Scale_Prec_4_y5_out<= dMv_Scale_Prec_4_y5_in;
  dMv_Scale_Prec_4_x6_out<= dMv_Scale_Prec_4_x6_in;
  dMv_Scale_Prec_4_y6_out<= dMv_Scale_Prec_4_y6_in;
  dMv_Scale_Prec_4_x7_out<= dMv_Scale_Prec_4_x7_in;
  dMv_Scale_Prec_4_y7_out<= dMv_Scale_Prec_4_y7_in;
  dMv_Scale_Prec_4_x8_out<= dMv_Scale_Prec_4_x8_in;
  dMv_Scale_Prec_4_y8_out<= dMv_Scale_Prec_4_y8_in;
  dMv_Scale_Prec_4_x9_out<= dMv_Scale_Prec_4_x9_in;
  dMv_Scale_Prec_4_y9_out<= dMv_Scale_Prec_4_y9_in;
  dMv_Scale_Prec_4_x10_out <= dMv_Scale_Prec_4_x10_in; 
  dMv_Scale_Prec_4_y10_out <= dMv_Scale_Prec_4_y10_in;
  dMv_Scale_Prec_4_x11_out <= dMv_Scale_Prec_4_x11_in;
  dMv_Scale_Prec_4_y11_out <= dMv_Scale_Prec_4_y11_in;
  dMv_Scale_Prec_4_x12_out <= dMv_Scale_Prec_4_x12_in;
  dMv_Scale_Prec_4_y12_out <= dMv_Scale_Prec_4_y12_in;
  dMv_Scale_Prec_4_x13_out <= dMv_Scale_Prec_4_x13_in;
  dMv_Scale_Prec_4_y13_out <= dMv_Scale_Prec_4_y13_in;
  dMv_Scale_Prec_4_x14_out <= dMv_Scale_Prec_4_x14_in;
  dMv_Scale_Prec_4_y14_out <= dMv_Scale_Prec_4_y14_in;
  dMv_Scale_Prec_4_x15_out <= dMv_Scale_Prec_4_x15_in;
  dMv_Scale_Prec_4_y15_out <= dMv_Scale_Prec_4_y15_in;
  vect_4para_Frac_x_out <= vect_4para_Frac_x_in;
  vect_4para_Frac_y_out <= vect_4para_Frac_y_in;
  enab_prof_out <= enab_prof_in;
end
end
logic signed [12:0] ref4_x;
logic signed [12:0] ref4_y;
logic signed [12:0] search_x;
logic signed [12:0] search_y;
logic [12:0] c_addr_4;
integer i;
integer j;
always_ff @(posedge clk or negedge rst_n)
begin
  if (~rst_n) begin
    ref4_x <= 0;
    ref4_y <= 0;
    search_x <= 0;
    search_y <= 0;
  end
  else begin
    if (en) begin
      ref4_x <= blk4x4_dif_coor_x + Ipu_x + vect_4para_Int_x;
      ref4_y <= blk4x4_dif_coor_y + Ipu_y + vect_4para_Int_y;
      search_x <= Ipu_x - 64;
      search_y <= Ipu_y - 64;
    end
    else begin
      ref4_x <= ref4_x;
      ref4_y <= ref4_y;
      search_x <= search_x;
      search_y <= search_y;
    end
  end 
end
always_ff @(posedge clk)
begin
    for(i = 0; i < 256; i++)
    begin
        if(ref4_y == search_y + i)
        begin
              c_addr_4 <= i << 4'd4;
        end 
    end
end
always_ff @(posedge clk)
begin
  if(export_data_cal) begin
    for(j = 0; j < 16; j++)
    begin
        if(ref4_x - (search_x + (j << 4)) >= 0 &&  ref4_x - (search_x + ((j + 1) << 4) - 1))
        begin
            addr_4 <= c_addr_4 + j;
        end
    end 
    pos_4 <= 5'd15 - (ref4_x & 5'd15);
  end
  else begin
    addr_4 <= addr_4;
    pos_4 <= pos_4;
  end
end
always_ff @(posedge clk or negedge rst_n)
begin
  if (~rst_n) begin
    cur_addr0 <= 0; 
    cur_addr1 <= 0;
    cur_addr2 <= 0;
    cur_addr3 <= 0; 
  end
  else begin
    if (en & export_data_cal) begin
      cur_addr0 <=  (128 >> 2) * blk4x4_dif_coor_y + (blk4x4_dif_coor_x >> 2);
      cur_addr1 <= (128 >> 2) * blk4x4_dif_coor_y + (blk4x4_dif_coor_x >> 2) + (128 >> 2);
      cur_addr2 <= (128 >> 2) * blk4x4_dif_coor_y + (blk4x4_dif_coor_x >> 2) + (128 >> 2) * 2;
      cur_addr3 <= (128 >> 2) * blk4x4_dif_coor_y + (blk4x4_dif_coor_x >> 2) + (128 >> 2) * 3;
    end
    else begin
      cur_addr0 <= cur_addr0;
      cur_addr1 <= cur_addr1;
      cur_addr2 <= cur_addr2;
      cur_addr3 <= cur_addr3;
    end
  end
end
endmodule : calc_addr
```
==> Changelog: implementation <==
### Metrics

- Outcome: stopped before the end
- Stopping stage: global routing
- First error: [ERROR GRT-0116] Global routing finished with congestion. Check the congestion regions in the DRC Viewer.
- XOR-XNOR Cells, Area Fraction: about 11%
- Synth logic family: AND-OR/OR-AND gates
- EDFF count, synth: between 300 and 400
- Die span in y: 406 um
- Cts bufs inserted: 54
- Clock root cell: clkbuf_16
- Die Wd: 406 um
- Synth Warn #: 1
- CTS max path bufs: 3
- YS chip area: approximately 65000 um2
- Synth Cell Area: 65200 um2
- Dpl hpwl: roughly 400000 um
- # hold bufs at CTS: 0
- Asr flop ratio synth: 18.4%
- FP Util: 40.5%
- GRT Overall Usage: 71.9%
- Total grt overflow: 1
- Multiplexer share: 2.10%
- Sequential element share of the synthesized area: 21.0%
- Io pins: 865
- Setup Buffers After CTS: 0
- Global-route wire length before repair: 776000 um
- Largest net degree at the start of global routing: 87
- I/O Buffers: 863
- Final Wtd Congestion: about 1.4
- CTS resizes: 0
- Synthesized area per cell: 7.65 um2
- H-tree depth: 2
- Number of clock sinks: 474
- Number of global-route vias before repair: 86000
- Synth Area in Adders: 10.0%
- Syn Inst Count: 8518
- Distinct lib cells: 107
- Most common reg cell: edfxtp_1
- Yosys cell count: 8518
- Rows: about 150
- Post-Synth Simple-Gate Area: 21.9%
- Aoi share: 27.9%
- Ys flops: 474
[metal layers]
layer	GRT overflow	global-route usage (%)
met5	0	53.6
met4	0	58.9
met3	0	66.0
met2	0	79.1
met1	1	76.5
[cells by family after synthesis]
group           Yosys count
other cells               1
flops                   474
buf+inv                 903
compound gates         2870
mux                     133
simple gates           2860
xor+xnor                808
fa+ha+maj               469
[synthesized netlist by cell type, types with 30 or more instances]
library cell | n | area (um2)
nand4_1 | 176 | 1100
a32oi_1 | 32 | 280
inv_1 | 245 | 920
or4_1 | 43 | 323
nor3_1 | 248 | 1240
or3_1 | 50 | 313
nand3b_1 | 37 | 278
o221ai_1 | 30 | 263
a21boi_0 | 33 | 248
o2111ai_1 | 61 | 534
nand3_1 | 301 | 1510
a41oi_1 | 39 | 342
xor2_1 | 83 | 727
fa_1 | 89 | 1780
mux2i_1 | 103 | 1030
o21ai_0 | 690 | 3450
a31oi_1 | 166 | 1040
edfxtp_1 | 379 | 11400
o21a_1 | 79 | 593
o211ai_1 | 77 | 578
a211oi_1 | 62 | 465
nor2b_1 | 62 | 388
ha_1 | 380 | 4750
o22ai_1 | 81 | 507
nand2b_1 | 96 | 601
nand2_1 | 720 | 2700
xnor2_1 | 706 | 6180
buf_2 | 196 | 981
a221oi_1 | 31 | 272
nor4_1 | 159 | 995
buf_1 | 99 | 372
nor3b_1 | 39 | 293
and3_1 | 89 | 557
clkbuf_1 | 325 | 1220
nor2_1 | 634 | 2380
a21oi_1 | 854 | 4270
a2111oi_0 | 84 | 736
and2_1 | 53 | 332
o31ai_1 | 64 | 480
dfrtp_1 | 87 | 2180
a21o_1 | 112 | 841
nor4b_1 | 32 | 280
[stage by stage]
step	cell area, um2	cells	util [%]	setup slack [ns]
after floorplan	65200	8518	-	8.81
after CTS	81000	11600	50.3	9.95
after global placement	79100	11500	49.1	9.81
after detailed placement	79200	11500	49.1	10.00
