==> flow/design.v <==
module had (
  input  clk,     
  input  en,  
  input  rst_n,   
  input  export_data_had,
  input  [31:0] a4x4_ref_blk1,
  input  [31:0] a4x4_ref_blk2,
  input  [31:0] a4x4_ref_blk3,
  input  [31:0] a4x4_ref_blk4,
  input  [31:0] a4x4_cur_blk1,
  input  [31:0] a4x4_cur_blk2,
  input  [31:0] a4x4_cur_blk3,
  input  [31:0] a4x4_cur_blk4,
  output logic [15:0] had_4x4
);
logic signed [8:0] diff [0:15];
logic signed [15:0] m1 [0:15];
logic signed [15:0] d1 [0:15];
logic signed [15:0] m2 [0:15];
logic signed [15:0] d2 [0:15];
logic [15:0] abs_d2 [0:15];
logic [15:0] tmp_had_4x4;
integer i;
logic [14:0] abs0;
logic [14:0] abs1;
logic [14:0] abs2;
logic [14:0] abs3;
logic [14:0] abs4;
always_comb
begin
    diff[0] = a4x4_ref_blk1[31:24] - a4x4_cur_blk1[31:24];
    diff[1] = a4x4_ref_blk1[23:16] - a4x4_cur_blk1[23:16];
    diff[2] = a4x4_ref_blk1[15:8] - a4x4_cur_blk1[15:8];
    diff[3] = a4x4_ref_blk1[7:0] - a4x4_cur_blk1[7:0];
    diff[4] = a4x4_ref_blk2[31:24] - a4x4_cur_blk2[31:24];
    diff[5] = a4x4_ref_blk2[23:16] - a4x4_cur_blk2[23:16];
    diff[6] = a4x4_ref_blk2[15:8] - a4x4_cur_blk2[15:8];
    diff[7] = a4x4_ref_blk2[7:0] - a4x4_cur_blk2[7:0];
    diff[8] = a4x4_ref_blk3[31:24] - a4x4_cur_blk3[31:24];
    diff[9] = a4x4_ref_blk3[23:16] - a4x4_cur_blk3[23:16];
    diff[10] = a4x4_ref_blk3[15:8] - a4x4_cur_blk3[15:8];
    diff[11] = a4x4_ref_blk3[7:0] - a4x4_cur_blk3[7:0];
    diff[12] = a4x4_ref_blk4[31:24] - a4x4_cur_blk4[31:24];
    diff[13] = a4x4_ref_blk4[23:16] - a4x4_cur_blk4[23:16];
    diff[14] = a4x4_ref_blk4[15:8] - a4x4_cur_blk4[15:8];
    diff[15] = a4x4_ref_blk4[7:0] - a4x4_cur_blk4[7:0];
end
always_comb
begin
  m1[ 0]= diff[ 0] + diff[12];
  m1[ 1]= diff[ 1] + diff[13];
  m1[ 2]= diff[ 2] + diff[14];
  m1[ 3]= diff[ 3] + diff[15];
  m1[ 4]= diff[ 4] + diff[ 8];
  m1[ 5]= diff[ 5] + diff[ 9];
  m1[ 6]= diff[ 6] + diff[10];
  m1[ 7]= diff[ 7] + diff[11];
  m1[ 8]= diff[ 4] - diff[ 8];
  m1[ 9]= diff[ 5] - diff[ 9];
  m1[10]= diff[ 6] - diff[10];
  m1[11]= diff[ 7] - diff[11];
  m1[12]= diff[ 0] - diff[12];
  m1[13]= diff[ 1] - diff[13];
  m1[14]= diff[ 2] - diff[14];
  m1[15]= diff[ 3] - diff[15];
end
always_comb
begin
  d1[ 0] = m1[ 0] + m1[ 4];
  d1[ 1] = m1[ 1] + m1[ 5];
  d1[ 2] = m1[ 2] + m1[ 6];
  d1[ 3] = m1[ 3] + m1[ 7];
  d1[ 4] = m1[ 8] + m1[12];
  d1[ 5] = m1[ 9] + m1[13];
  d1[ 6] = m1[10] + m1[14];
  d1[ 7] = m1[11] + m1[15];
  d1[ 8] = m1[ 0] - m1[ 4];
  d1[ 9] = m1[ 1] - m1[ 5];
  d1[10] = m1[ 2] - m1[ 6];
  d1[11] = m1[ 3] - m1[ 7];
  d1[12] = m1[12] - m1[ 8];
  d1[13] = m1[13] - m1[ 9];
  d1[14] = m1[14] - m1[10];
  d1[15] = m1[15] - m1[11];
end
always_ff @(posedge clk or negedge rst_n)
begin
  if (~rst_n) begin
    m2[ 0] <= 0;
    m2[ 1] <= 0;
    m2[ 2] <= 0;
    m2[ 3] <= 0;
    m2[ 4] <= 0;
    m2[ 5] <= 0;
    m2[ 6] <= 0;
    m2[ 7] <= 0;
    m2[ 8] <= 0;
    m2[ 9] <= 0;
    m2[10] <= 0; 
    m2[11] <= 0; 
    m2[12] <= 0; 
    m2[13] <= 0; 
    m2[14] <= 0; 
    m2[15] <= 0; 
  end
  else begin
    if (en) begin
      m2[ 0] <= d1[ 0] + d1[ 3];
      m2[ 1] <= d1[ 1] + d1[ 2];
      m2[ 2] <= d1[ 1] - d1[ 2];
      m2[ 3] <= d1[ 0] - d1[ 3];
      m2[ 4] <= d1[ 4] + d1[ 7];
      m2[ 5] <= d1[ 5] + d1[ 6];
      m2[ 6] <= d1[ 5] - d1[ 6];
      m2[ 7] <= d1[ 4] - d1[ 7];
      m2[ 8] <= d1[ 8] + d1[11];
      m2[ 9] <= d1[ 9] + d1[10];
      m2[10] <= d1[ 9] - d1[10];
      m2[11] <= d1[ 8] - d1[11];
      m2[12] <= d1[12] + d1[15];
      m2[13] <= d1[13] + d1[14];
      m2[14] <= d1[13] - d1[14];
      m2[15] <= d1[12] - d1[15];
    end
    else begin
      m2[ 0] <= 0;
      m2[ 1] <= 0;
      m2[ 2] <= 0;
      m2[ 3] <= 0;
      m2[ 4] <= 0;
      m2[ 5] <= 0;
      m2[ 6] <= 0;
      m2[ 7] <= 0;
      m2[ 8] <= 0;
      m2[ 9] <= 0;
      m2[10] <= 0; 
      m2[11] <= 0; 
      m2[12] <= 0; 
      m2[13] <= 0; 
      m2[14] <= 0; 
      m2[15] <= 0; 
    end
  end
end
always_comb
begin
  d2[ 0] = m2[ 0] + m2[ 1];
  d2[ 1] = m2[ 0] - m2[ 1];
  d2[ 2] = m2[ 2] + m2[ 3];
  d2[ 3] = m2[ 3] - m2[ 2];
  d2[ 4] = m2[ 4] + m2[ 5];
  d2[ 5] = m2[ 4] - m2[ 5];
  d2[ 6] = m2[ 6] + m2[ 7];
  d2[ 7] = m2[ 7] - m2[ 6];
  d2[ 8] = m2[ 8] + m2[ 9];
  d2[ 9] = m2[ 8] - m2[ 9];
  d2[10] = m2[10] + m2[11];
  d2[11] = m2[11] - m2[10];
  d2[12] = m2[12] + m2[13];
  d2[13] = m2[12] - m2[13];
  d2[14] = m2[14] + m2[15];
  d2[15] = m2[15] - m2[14];
end
always_ff @(posedge clk)
begin
  for(i = 0; i < 16; i++)
  begin
    if(d2[i] < 0)
    begin
        abs_d2[i] <= 0 - d2[i];
    end
    else
        abs_d2[i] <= d2[i];
  end
end
always_comb 
begin
    abs0 = abs_d2[1] + abs_d2[2] + abs_d2[3];
    abs1 = abs_d2[4] + abs_d2[5] + abs_d2[6];
    abs2 = abs_d2[7] + abs_d2[8] + abs_d2[9];
    abs3 = abs_d2[10]+ abs_d2[11] + abs_d2[12];
    abs4 = abs_d2[13] + abs_d2[14] + abs_d2[15];
    tmp_had_4x4 = (abs_d2[0] >> 2) + abs0 + abs1 + abs2 + abs3 + abs4;
end
always_ff @(posedge clk or negedge rst_n)
begin
  if (~rst_n) begin
    had_4x4 <= 0;
  end
  else begin
    if(export_data_had) begin
      had_4x4 <= tmp_had_4x4 + 1 >> 1;
    end 
    else begin
      had_4x4 <= had_4x4;
    end
  end
end
endmodule : had
==> flow/run.sh <==
#!/bin/bash
# OpenROAD 26Q1-2900-gdf79404cd8, Yosys 0.63+post, stock flow scripts
make -C /OpenROAD-flow-scripts/flow DESIGN_CONFIG=/design/flow/config.mk WORK_HOME=/design/flow/orfs finish
==> flow/config.mk <==
export PLATFORM = sky130hd
export DESIGN_NAME = had
export DESIGN_NICKNAME = had
export VERILOG_FILES = /design/flow/design.v
export SDC_FILE = /design/flow/constraint.sdc
export NUM_CORES = 4
export LEC_CHECK = 1
export CORE_UTILIZATION = 50
==> flow/constraint.sdc <==
current_design had

set clk_period 9.7
set clk_io_pct 0.2

create_clock -name clk0 -period $clk_period [get_ports {clk}]

set non_clock_inputs [all_inputs -no_clocks]
set_input_delay [expr $clk_period * $clk_io_pct] -clock clk0 $non_clock_inputs
set_output_delay [expr $clk_period * $clk_io_pct] -clock clk0 [all_outputs]
==> out/summary.log <==
[die] total core area 107100 µm²
[cts] TritonCTS clock tree built
[timing] final tally of setup violations 0
[cts] Setup Fix Bufs, Post-CTS 0
[timing] final critical-path share of the clock period 0.6988
[setup_path] Required @ worst endpoint 10.19 ns
[layout] most frequent logic cell in the layout ha_1
[timing] Final Skew 0.02080 ns
[die] chip footprint 109100 µm²
[timing] final critical delay including setup and external delays 6.778 ns
[cts] insertion delay at the late pin of the worst-skew pair 0.62 ns
[cts] maximum number of buffers from clock root to sink 3
[layout] most common logic cells in the final layout ha_1, inv_1, xnor2_1
[yosys] proportion of netlist area held by the largest area contributor 0.2075
[detailed_routing] detailed-routing iteration count for the pre-antenna-repair pass 6
[detailed_routing] violation count after the first detailed-routing iteration 2285
[detailed_routing] Total Wirelength 148.1 mm
[die] number of I/O pins 276
[yosys] cell total in the yosys stat output 6299
[detailed_routing] vias per cell 5.316
[cts] total CTS buffers 46
[detailed_routing] via count of the routed design 42.28k
[placement] Final HPWL DP 131.1 mm
[worst_hold_path] Hold WC Path Type reg2reg
[run] reported max-cap violation count 0
[layout] post-synthesis to final-layout area growth 10.56%
[yosys] synthesized instance count 6299
[grt] vias in the first global route 40.13k
[setup_path] startpoint type of the worst setup path flop
[die] fraction of the core area occupied by cells at floorplan 0.5036
[timing] RSZ-0062 raised after global routing false
[timing] pins over their slew limit 0
[grt] total track usage 0.2816
[setup_path] maximum single-stage delay on the critical path 0.49 ns
[cts] quantity of hold-fixing buffers added after cts 0
[yosys] dominant cell type by area after synthesis ha_1
[grt] number of antenna violations at the first check in global routing 4
[setup_path] cell type group with the largest total delay on the critical path adder cells
[cts] Max H-tree Level 2
[grt] first-pass GRT wire length 228.3 mm
[run] OpenROAD warning count 364
[setup_path] Crit path arrival time 7.27 ns
[yosys] Synthesis Warnings 7
[setup_path] maximum fanout count along the critical path 6
[layout] number of inserted filler cells in the final layout 9728
[placement] setup slack after placement 2.361 ns
[yosys] share of synthesized registers carrying an async set or reset 0.4673
[yosys] count of cell types in the netlist 108
[cts] post-cts sizing count 0
[setup_path] buffers and inverters on the worst path 2
[yosys] EDFF count, synth 0
[setup_path] endpoint class of the critical path flop
[setup_path] worst setup path category reg2reg
[yosys] leading post-synthesis cells by cell area ha_1, xnor2_1, dfrtp_1
[yosys] #FFs+latches synth 428
[placement] count of port buffers added during placement 275
[timing] total negative setup slack 0 ns
[yosys] Synth Seq Share 0.1775
[yosys] YS chip area 53910 µm²
[layout] Sequential Area 9569 µm²
[detailed_routing] Antenna Nets Post-Route 0
[placement] routability cong. 0.9732
[detailed_routing] Wirelength per Cell 18.63 µm
[timing] highest attainable clock frequency 0.1475 GHz
[timing] number of hold-slack violations in the final timing report 0
[outcome] result of the run completed
[die] row count 120
[setup_path] critical path's most frequent cell fa_1
[layout] area of combinational cells with multiple inputs 40620 µm²
[layout] fraction of final layout cells with drive strength greater than 1 0.02857
[timing] worst rel slew slack 0.3376
[timing] final critical-path setup slack 2.922 ns
[cts] Sinks on Clock Net 428
[timing] Worst Tran Pin Value 0.9685 ns
[yosys] Post-Syn Area 53910 µm²
[grt] remaining global-route overflow 0
[setup_path] cell type of the slowest stage on the worst timing path fa_1
[cts] clock root buffer master clkbuf_16
[die] die height 330.4 µm
[yosys] average cell area after synthesis 8.559 µm²
[detailed_routing] DRC errors left 0
[cts] clock transition at the registers of the reported paths 0.06 ns
[grt] maximum number of pins on one net before global-route repair 107
[yosys] dominant register cell in the synthesized netlist dfxtp_1
[die] die span in x 330.4 µm
metal layers:
metal	share of wire	vias up	GRT usage
met4	0.023	4	0.04949
li1	-	21820	-
met1	0.48	19430	0.4302
met2	0.44	913	0.4383
met5	0.00017	-	0
met3	0.053	110	0.03981
per-stage QoR:
stage	cell area, µm²	cells	hold WS, ns	util
2_1_floorplan	53970	6315	0.4556	-
3_3_place_gp	58000	7863	0.4876	0.5417
3_5_place_dp	58000	7863	0.4940	0.5417
4_1_cts	59590	7948	0.5079	0.5567
5_1_grt	59590	7948	0.5279	0.5567
6_report	59600	7952	0.5052	0.5568
synth_stat cells, drive strengths merged (141+ instances only):
cell type and n:
xnor2 647, dfxtp 228, a21o 175, o21ai 204
and2 141, o21bai 241, dfrtp 200, ha 894
fa 211, inv 848, nand2 201, nor2 295
xor2 207, a21oi 507
path summary, 6_finish.rpt:
check	startpoint	endpoint	slack [ns]	cells after the start
min in group asynchronous	rst_n	had_4x4[12]	1.27	1
worst max-delay path	abs_d2[15][0]	had_4x4[14]	2.92	25
worst min-delay path	had_4x4[9]	had_4x4[9]	0.51	1
worst max register to register	abs_d2[15][0]	had_4x4[14]	2.92	25
worst min register to register	had_4x4[9]	had_4x4[9]	0.51	1
max in group asynchronous	rst_n	m2[4][2]	6.73	3
sequential cells by signal (all words and copies together) (netlist names):
name	cells
abs_d2	228
had_4x4	16
m2	184
kinds of logic after synthesis:
group / share of synthesized area
adder cells (fa/ha/maj): 0.2858
XOR/XNOR: 0.1387
other: 0.00006956
buffers and inverters: 0.07014
flip-flops: 0.1775
AND-OR/OR-AND: 0.1936
AND/OR/NAND/NOR: 0.1261
multiplexers: 0.007961
layout make-up:
class / instances / area share
well taps: 1403 / 0.02945
multi-input cells: 4895 / 0.6815
clock buffers: 67 / 0.02267
flip-flops and latches: 428 / 0.1605
inverters: 849 / 0.05347
diodes: 4 / 0.0001679
clock inverters: 18 / 0.004135
repair buffers: 288 / 0.04805
